==> ./design.v <==
module ALU32( 
             input logic [31:0] A,
             input logic [31:0] B,
             input logic Binv,
             input logic Cin,
             input logic Op1,
             input logic Op0,
             output logic [31:0] Y,
             output logic Zero,
             output logic Error);
logic [30:0] carries;  
logic [31:0] zeroes;   
logic [31:0] errors;   
logic toss;  
MyALU ALU31(  A[31], B[31], Binv, carries[30], Op0, Op1, Y[31], toss, zeroes[31], errors[31]);
MyALU ALU30( A[30], B[30], Binv, carries[29], Op0, Op1, Y[30], carries[30], zeroes[30], errors[30]);
MyALU ALU29( A[29], B[29], Binv, carries[28], Op0, Op1, Y[29], carries[29], zeroes[29], errors[29]);
MyALU ALU28( A[28], B[28], Binv, carries[27], Op0, Op1, Y[28], carries[28], zeroes[28], errors[28]);
MyALU ALU27( A[27], B[27], Binv, carries[26], Op0, Op1, Y[27], carries[27], zeroes[27], errors[27]);
MyALU ALU26( A[26], B[26], Binv, carries[25], Op0, Op1, Y[26], carries[26], zeroes[26], errors[26]);
MyALU ALU25( A[25], B[25], Binv, carries[24], Op0, Op1, Y[25], carries[25], zeroes[25], errors[25]);
MyALU ALU24( A[24], B[24], Binv, carries[23], Op0, Op1, Y[24], carries[24], zeroes[24], errors[24]);
MyALU ALU23( A[23], B[23], Binv, carries[22], Op0, Op1, Y[23], carries[23], zeroes[23], errors[23]);
MyALU ALU22(  A[22], B[22], Binv, carries[21], Op0, Op1, Y[22], carries[22], zeroes[22], errors[22]);
MyALU ALU21( A[21], B[21], Binv, carries[20], Op0, Op1, Y[21], carries[21], zeroes[21], errors[21]);
MyALU ALU20( A[20], B[20], Binv, carries[19], Op0, Op1, Y[20], carries[20], zeroes[20], errors[20]);
MyALU ALU19( A[19], B[19], Binv, carries[18], Op0, Op1, Y[19], carries[19], zeroes[19], errors[19]);
MyALU ALU18( A[18], B[18], Binv, carries[17], Op0, Op1, Y[18], carries[18], zeroes[18], errors[18]);
MyALU ALU17( A[17], B[17], Binv, carries[16], Op0, Op1, Y[17], carries[17], zeroes[17], errors[17]);
MyALU ALU16( A[16], B[16], Binv, carries[15], Op0, Op1, Y[16], carries[16], zeroes[16], errors[16]);
MyALU ALU15( A[15], B[15], Binv, carries[14], Op0, Op1, Y[15], carries[15], zeroes[15], errors[15]);
MyALU ALU14( A[14], B[14], Binv, carries[13], Op0, Op1, Y[14], carries[14], zeroes[14], errors[14]);
MyALU ALU13( A[13], B[13], Binv, carries[12], Op0, Op1, Y[13], carries[13], zeroes[13], errors[13]);
MyALU ALU12( A[12], B[12], Binv, carries[11], Op0, Op1, Y[12], carries[12], zeroes[12], errors[12]);
MyALU ALU11( A[11], B[11], Binv, carries[10], Op0, Op1, Y[11], carries[11], zeroes[11], errors[11]);
MyALU ALU10( A[10], B[10], Binv, carries[9], Op0, Op1, Y[10], carries[10], zeroes[10], errors[10]);
MyALU ALU9( A[9], B[9], Binv, carries[8], Op0, Op1, Y[9], carries[9], zeroes[9], errors[9]);
MyALU ALU8( A[8], B[8], Binv, carries[7], Op0, Op1, Y[8], carries[8], zeroes[8], errors[8]);
MyALU ALU7( A[7], B[7], Binv, carries[6], Op0, Op1, Y[7], carries[7], zeroes[7], errors[7]);
MyALU ALU6( A[6], B[6], Binv, carries[5], Op0, Op1, Y[6], carries[6], zeroes[6], errors[6]);
MyALU ALU5( A[5], B[5], Binv, carries[4], Op0, Op1, Y[5], carries[5], zeroes[5], errors[5]);
MyALU ALU4( A[4], B[4], Binv, carries[3], Op0, Op1, Y[4], carries[4], zeroes[4], errors[4]);
MyALU ALU3( A[3], B[3], Binv, carries[2], Op0, Op1, Y[3], carries[3], zeroes[3], errors[3]);
MyALU ALU2( A[2], B[2], Binv, carries[1], Op0, Op1, Y[2], carries[2], zeroes[2], errors[2]);
MyALU ALU1( A[1], B[1], Binv, carries[0], Op0, Op1, Y[1], carries[1], zeroes[1], errors[1]);
MyALU ALU0( A[0], B[0], Binv, Cin, Op0, Op1, Y[0], carries[0], zeroes[0], errors[0]);
assign Zero = zeroes[31] & zeroes[30] & 
              zeroes[29] & zeroes[28] & zeroes[27] & zeroes[26] & zeroes[25] &
              zeroes[24] & zeroes[23] & zeroes[22] & zeroes[21] & zeroes[20] &
              zeroes[19] & zeroes[18] & zeroes[17] & zeroes[16] & zeroes[15] &
              zeroes[14] & zeroes[13] & zeroes[12] & zeroes[11] & zeroes[10] &
              zeroes[9] & zeroes[8] & zeroes[7] & zeroes[6] & zeroes[5] &
              zeroes[4] & zeroes[3] & zeroes[2] & zeroes[1] & zeroes[0];
endmodule
module MyALU( 
	input logic A,
	input logic B,
	input logic Binv,
	input logic Cin,
	input logic Op0,
	input logic Op1,
	output logic Y0,
	output logic Y1,
	output logic Zero,
	output logic Error);
   assign Error = Op1 & Op0;
   assign Zero = ~(( (~Op1 & ~Op0) & ( (Cin & ~A) | (A & B & ~Binv & ~Cin) | 
                                                (A & B & Binv & Cin) |
                                                (A & ~B & Binv & ~Cin) |
                                                (A & ~B & ~Binv & Cin) ) ) |
               ( (~Op1 & Op0) & ( (A & ~Cin) | (~A & ~B & ~Binv & Cin) |
                                               (~A & ~B & Binv & ~Cin) |
					       (~A & B & Binv & Cin) |
                                               (~A & B & ~Binv & ~Cin) ) ) |
               ( (Op1 & ~Op0) & ( (~A & ~B & ~Binv & Cin) |
				  (~A & ~B & Binv & ~Cin) |
				  (~A & B & Binv & Cin) |
				  (~A & B & ~Binv & ~Cin) |
				  (A & B & ~Binv  & Cin) |
				  (A & B & Binv & ~Cin) |
				  (A & ~B & Binv & Cin) |
				  (A & ~B & ~Binv & ~Cin) ) )
                   );
   assign Y0 = ( (~Op1 & ~Op0) & ( (Cin & ~A) | (A & B & ~Binv & ~Cin) | 
                                                (A & B & Binv & Cin) |
                                                (A & ~B & Binv & ~Cin) |
                                                (A & ~B & ~Binv & Cin) ) ) |
               ( (~Op1 & Op0) & ( (A & ~Cin) | (~A & ~B & ~Binv & Cin) |
                                               (~A & ~B & Binv & ~Cin) |
					       (~A & B & Binv & Cin) |
                                               (~A & B & ~Binv & ~Cin) ) ) |
               ( (Op1 & ~Op0) & ( (~A & ~B & ~Binv & Cin) |
				  (~A & ~B & Binv & ~Cin) |
				  (~A & B & Binv & Cin) |
				  (~A & B & ~Binv & ~Cin) |
				  (A & B & ~Binv  & Cin) |
				  (A & B & Binv & ~Cin) |
				  (A & ~B & Binv & Cin) |
				  (A & ~B & ~Binv & ~Cin) ) );
    assign Y1 = ( (A & ~Op1 & Op0 & Cin) | 
                                 (A & B & ~Binv & ~Op1 & Cin) |
                                 (A & ~B & Binv & ~Op1 & Cin) |
                                 (B & ~Binv & ~Op1 & Op0 & Cin) |
                                 (~A & ~B & Binv & ~Op1 & Op0 & Cin) |
				 (A & Op1 & ~Op0 & Cin) | 
                                 (A & B & ~Binv & Op1 & ~Op0) |
                                 (A & ~B & Binv & Op1 & ~Op0) |
                                 (B & ~Binv & Op1 & ~Op0 & Cin) |
                                 (~A & ~B & Binv & Op1 & ~Op0 & Cin) );
endmodule
module MyALU_MultiCycle(input logic clk,
	input logic reset,
	input logic A,
	input logic B,
	input logic Binv,
	input logic Cin,
	input logic Op0,
	input logic Op1,
	output logic Y0,
	output logic Y1,
	output logic Zero,
	output logic Error);
typedef enum logic[4:0] {S0, S1, S2, S3, S4, S5, S6, S7, S8, S9, S10, S11, S12, S13, S14, S15, S16, S17, S18, 
S19, S20, S21, S22, S23, S24, S25} statetype ;
statetype state, nextstate;
always_ff@(posedge clk, posedge reset)
	if(reset) state <= S0;
	else state <= nextstate;
always_comb
	case(state)
	S0: if(Op0) nextstate <= S2;
	    	else nextstate <= S1;
	S1: if(Op1) nextstate <= S8;
	    	else nextstate <= S4;
	S2: if(Op1) nextstate <= S3;
	    	else nextstate <= S12;
	S3: nextstate <= S0;
	S4: if(A) nextstate <= S5;
		else nextstate <= S19;
	S5: if(B) nextstate <= S7;
		else nextstate <= S6;
	S6: if(Binv) nextstate <= S20;
		else nextstate <= S19;
	S7: if(Binv) nextstate <= S19;
		else nextstate <= S20;
	S8: if(A) nextstate <= S20;
		else nextstate <= S9;
	S9: if(B) nextstate <= S10;
		else nextstate <= S11;
	S10: if(Binv) nextstate <= S19;
		else nextstate <= S20;
	S11: if(Binv) nextstate <= S20;
		else nextstate <= S19;
	S12: if(A) nextstate <= S14;
		else nextstate <= S13;
	S13: if(B) nextstate <= S16;
		else nextstate <= S15;
	S14: if(B) nextstate <= S18;
		else nextstate <= S17;
	S15: if(Binv) nextstate <= S20;
		else nextstate <= S19;
	S16: if(Binv) nextstate <= S19;
		else nextstate <= S20;
	S17: if(Binv) nextstate <= S21;
		else nextstate <= S20;
	S18: if(Binv) nextstate <= S20;
		else nextstate <= S21;
	S19: if(Cin) nextstate <= S23;
		else nextstate <= S22;
	S20: if(Cin) nextstate <= S24;
		else nextstate <= S23;
	S21: if(Cin) nextstate <= S25;
		else nextstate <= S24;
	S22: nextstate <= S0;
	S23: nextstate <= S0;
	S24: nextstate <= S0;
	S25: nextstate <= S0;
endcase
assign Y0 = (state == S23 || state == S25);
assign Y1 = (state == S24 || state == S25);
assign Zero = (state == S22);
assign Error = (state == S3);
endmodule
==> ./run.sh <==
#!/bin/bash
# OpenROAD 26Q1-2900-gdf79404cd8, Yosys 0.63+post, stock flow scripts
make -C /OpenROAD-flow-scripts/flow DESIGN_CONFIG=/design/flow/config.mk WORK_HOME=/design/flow/orfs finish
==> ./config.mk <==
export PLATFORM = sky130hd
export DESIGN_NAME = ALU32
export DESIGN_NICKNAME = ALU32
export VERILOG_FILES = /design/flow/design.v
export SDC_FILE = /design/flow/constraint.sdc
export NUM_CORES = 4
export LEC_CHECK = 1
export CORE_UTILIZATION = 30
==> ./constraint.sdc <==
current_design ALU32

set clk_period 23.6
set clk_io_pct 0.2

create_clock -name clk0 -period $clk_period

set non_clock_inputs [all_inputs -no_clocks]
set_input_delay [expr $clk_period * $clk_io_pct] -clock clk0 $non_clock_inputs
set_output_delay [expr $clk_period * $clk_io_pct] -clock clk0 [all_outputs]
==> out/metrics.cfg <==
[run_status]
outcome=finished, final reports clean

[place]
portBuffers=101
gp_congestion=0.854
dpl_cell_area_um2=5180
hpwl_um=10400

[synth]
synth.distinct_cells=90
ys_cells=672
postSynthSeqShare_pct=0
yosysWarningCount=1
yosysTopAreaCell=nand2_1
synthCells=672
synth.avg_cell_area_um2=6.47
ys_area_um2=4350
most_common_cell=nand2_1
netlist_top_cells_count=83 x nand2_1, 59 x a21oi_1, 58 x nor2_1
synth_top_area_share_pct=7.17
synth.area.top_cells=nand2_1 7.2%, a21oi_1 6.8%, xor2_1 6.0%
syn-cell-area_um2=4350

[setup_path]
cp.arrival_ns=10.19
cp-start-kind=input port
required_ns=18.88
path_class=in2out
worstSetupEndpointType=primary output
critPathMaxFanout=40

[detailed_routing]
postRouteAntennaNets=0
drt-initial-drc-count=242
routed_wl_um=13800
dr.pass1.iters=7
wire_per_inst_um=15.5
diodes=0
dr_total_vias=4933
via_per_inst=5.55
drc=0

[finish]
nClkBuffers=0
syn_to_final_growth_pct=19.1
seq_cells=0
drive_gt1_share_pct=6.91
fillers=1538
final_util_pct=37.0
stdcell_area_um2=5180
seq_area_um2=0

[clock_tree]
cts_setup_buffers=0
cts_hold_buf=0
cts-resized-gates=0

[global_route]
grtUsageTotal_pct=18.6
antenna_found_initial=0
overflow=0
grt_pass1_vias=4429
grt_pass1_wl_um=22400
grt_max_degree=58

[timing]
finalCritPeriodShare_pct=63.2
relSlewSlack_pct=41.8
max_slew.worst_pin.slew_ns=0.871
finalSetupViolations=0
fin_crit_ns=14.91
setup_tns_ns=0
timing.fmax_mhz=67.1
rsz0062_at_grt=false
hold_viol_final=0
slew_viol_final=0

[worst_hold_path]
hp-class=in2out
min_path_cells=3

[job]
warning_count=32
maxCapViolCount=0

[pwr]
power.density_nw_per_um2=25.6
peakVddDrop_mv=0.0109
p_leak_nw=1.86

[die]
die_x_um=122
die-area_um2=15000
core_um2=14000
rows=43
fp_util_pct=31.1
ioPinCount=102
fp.dieH_um=122

-- cells in the final DEF (no fill, tap or decap), drive strengths merged, types with 5 or more instances in the layout --
cell / n
nand3: 14
a22oi: 6
a211o: 7
a221oi: 5
mux2i: 10
o22ai: 12
inv: 10
a31oi: 11
a211oi: 13
xor2: 37
nand2b: 8
o211ai: 12
a21o: 9
nor3: 12
nor4: 9
nor2: 59
or2: 13
o221ai: 6
and3: 8
maj3: 15
nand2: 83
nor2b: 8
xnor2: 16
o2bb2ai: 6
o21ai: 45
a21oi: 61
clkdlybuf4s50: 98
a21boi: 8
buf: 13
or3: 7
and2: 16
-- metrics by stage --
step,instances,hold WS (ns),worst slack (ns),power [mW]
2_1_floorplan,672,9.60,10.80,0.0934
3_3_place_gp,889,10.51,8.85,0.133
3_5_place_dp,889,10.50,8.78,0.132
4_1_cts,889,10.50,8.77,0.133
5_1_grt,889,10.54,8.32,0.148
6_report,889,10.49,8.69,0.133
-- worst paths after layout --
| kind | slack (ns) | startpoint | to |
|---|---|---|---|
| worst max-delay path | 8.69 | Binv | Zero |
| worst min-delay path | 10.49 | Cin | Y[0] |
-- cell type report --
class | count | area (µm²) | share of cell area (%)
Tap cell | 180 | 225 | 4.35
Multi-Input combinational cell | 587 | 3840 | 74.1
Inverter | 11 | 41.3 | 0.798
Timing Repair Buffer | 111 | 1070 | 20.7
-- worst max-delay path, cell delays in order --
cell and delay [ns]:
buf_4 0.27, buf_4 0.60, xor2_1 0.66, a21oi_1 0.16
o211a_1 0.28, nor4_4 0.35, a21oi_2 0.17, nor3_1 0.43
o21ai_0 0.21, mux2i_1 0.18, nor4_1 0.26, or4b_1 0.50
nor4_1 0.41, nand4b_1 0.21, nor4_2 0.26, clkdlybuf4s50_1 0.50
-- layer usage --
| layer | vias up | wire length (µm) | track usage (%) |
|---|---|---|---|
| li1 | 2549 | - | - |
| met1 | 2243 | 6590 | 27.1 |
| met2 | 139 | 6340 | 31.2 |
| met3 | 2 | 804 | 1.90 |
| met4 | 0 | 27 | 0.381 |
| met5 | - | 0 | 0 |
-- report_power, final --
| group | internal (mW) | switching, mW | total, mW |
|---|---|---|---|
| clock network | 0 | 0 | 0 |
| logic | 0.0627 | 0.0700 | 0.133 |
| registers | 0 | 0 | 0 |
-- cells by family after synthesis --
| group | count (synthesis) | synth area share (%) |
|---|---|---|
| fa+ha+maj | 15 | 3.48 |
| mux | 12 | 2.82 |
| other cells | 1 | 0.0863 |
| compound gates | 249 | 39.6 |
| xor+xnor | 53 | 12.7 |
| simple gates | 257 | 29.6 |
| buf+inv | 85 | 11.7 |
Power is estimated from default activity; no workload was simulated.
