==> ./design.v <==
module regfile(input  logic        clk, 
               input  logic        we3, 
               input  logic [4:0]  ra1, ra2, wa3, 
               input  logic [31:0] wd3, 
               output logic [31:0] rd1, rd2);
  logic [31:0] rf[31:0];
  always_ff @(posedge clk)
    if (we3) rf[wa3] <= wd3;	
  assign rd1 = (ra1 != 0) ? rf[ra1] : 0;
  assign rd2 = (ra2 != 0) ? rf[ra2] : 0;
endmodule
module adder(input  logic [31:0] a, b,
             output logic [31:0] y);
  assign y = a + b;
endmodule
module sl2(input  logic [31:0] a,
           output logic [31:0] y);
  assign y = {a[29:0], 2'b00};
endmodule
module signext(input  logic [15:0] a,
               output logic [31:0] y);
  assign y = {{16{a[15]}}, a};
endmodule
module flopr #(parameter WIDTH = 8)
              (input  logic             clk, reset,
               input  logic [WIDTH-1:0] d, 
               output logic [WIDTH-1:0] q);
  always_ff @(posedge clk, posedge reset)
    if (reset) q <= 0;
    else       q <= d;
endmodule
module flopenr #(parameter WIDTH = 8)
                (input  logic             clk, reset,
                 input  logic             en,
                 input  logic [WIDTH-1:0] d, 
                 output logic [WIDTH-1:0] q);
  always_ff @(posedge clk, posedge reset)
    if      (reset) q <= 0;
    else if (en)    q <= d;
endmodule
module mux2 #(parameter WIDTH = 8)
             (input  logic [WIDTH-1:0] d0, d1, 
              input  logic             s, 
              output logic [WIDTH-1:0] y);
  assign y = s ? d1 : d0; 
endmodule
module mux3 #(parameter WIDTH = 8)
             (input  logic [WIDTH-1:0] d0, d1, d2,
              input  logic [1:0]       s, 
              output logic [WIDTH-1:0] y);
  assign #1 y = s[1] ? d2 : (s[0] ? d1 : d0); 
endmodule
module mux4 #(parameter WIDTH = 8)
             (input  logic [WIDTH-1:0] d0, d1, d2, d3,
              input  logic [1:0]       s, 
              output logic [WIDTH-1:0] y);
   always_comb
      case(s)
         2'b00: y <= d0;
         2'b01: y <= d1;
         2'b10: y <= d2;
         2'b11: y <= d3;
      endcase
endmodule
==> ./run.sh <==
#!/bin/bash
# OpenROAD 26Q1-2900-gdf79404cd8, Yosys 0.63+post, stock flow scripts
make -C /OpenROAD-flow-scripts/flow DESIGN_CONFIG=/design/flow/config.mk WORK_HOME=/design/flow/orfs finish
==> ./config.mk <==
export PLATFORM = sky130hd
export DESIGN_NAME = regfile
export DESIGN_NICKNAME = regfile
export VERILOG_FILES = /design/flow/design.v
export SDC_FILE = /design/flow/constraint.sdc
export NUM_CORES = 4
export LEC_CHECK = 1
export CORE_UTILIZATION = 40
==> ./constraint.sdc <==
current_design regfile

set clk_period 9.9
set clk_io_pct 0.2

create_clock -name clk0 -period $clk_period [get_ports {clk}]

set non_clock_inputs [all_inputs -no_clocks]
set_input_delay [expr $clk_period * $clk_io_pct] -clock clk0 $non_clock_inputs
set_output_delay [expr $clk_period * $clk_io_pct] -clock clk0 [all_outputs]
==> run_results.csv <==
group,metric,value,unit
logic_synthesis,ys_top_cells_by_area,"edfxtp_1 65%, mux4_2 20%, mux2i_1 3.9%",
cells_and_area,drive_above_1_share,0.286,
setup_path,critical_path_rt,7920,ps
logic_synthesis,syn_avg_cell_area,19.6,um2
clock_tree,postCtsSetupBuffers,0,
setup_path,crit_path_start_kind,"primary input",
place,place_hpwl,87500,um
hold_path,min_path_cells,2,
logic_synthesis,yosys.area_share.adder,0,
run_status,violations,"max-capacitance violations, max-slew violations",
sta,pin_slew_with_the_least_headroom_to_its_limit,1500,ps
pwr,pwr_density_cell,181,nW/um2
global_route,grt_antenna_before_repair,8,
logic_synthesis,yosys.area.top_type_share,0.655,
routing,met3_length,30400,um
logic_synthesis,post_synth_num_cell_types,40,
sta,fmax_achieved,118,MHz
setup_path,cell_occurring_most_often_along_the_worst_timing_path,"buf_4",
pwr,leakage,17.1,nW
clock_tree,cts.sinks,1024,
global_route,first_global_vias,29700,
cells_and_area,fin_util,0.462,
clock_tree,cts_hold_repair.buffers,0,
floorplanning,die_w,345,um
routing,wire_per_inst,35.0,um
setup_path,worst_setup_path_end_kind,"output port",
logic_synthesis,ys_chip_area,47000,um2
floorplanning,die_ar,119000,um2
global_route,grt_remaining_overflow,0,
logic_synthesis,synth_simple_gate_area_share,0.0194,
cells_and_area,area_growth_syn_to_layout,14.4,%
sta,setup_repair_after_global_routing_missed_its_margin,"no",
logic_synthesis,postSynthSeqShare,0.655,
routing,met2RoutedLength,65700,um
routing,detail_route.drc_violations,0,
sta,timing.slew.headroom,-0.00905,
place,gp_congestion,0.906,
logic_synthesis,synth_logic_family,"multiplexers",
clock_tree,post_cts_resize_count,0,
routing,dr_total_vias,26500,
clock_tree,cts.reportedPaths.clkPinSlew,70,ps
sta,layout_min_cycle_time,8470,ps
cells_and_area,reg_top3,"rf x1024",
cells_and_area,nFillCells,9471,
pwr,vdd_drop_max,144,uV
floorplanning,chipHeight,345,um
sta,maxSlewViolCount,2,
pwr,totalPowerFinal,9.75,mW
logic_synthesis,synthesis.area,47000,um2
hold_path,timing.hold.worst.class,"primary input to flop",
setup_path,crit_slowest_cell,"nor3_1",
setup_path,timing.critical_path.fanout_max,28,
routing,dr.first_iter.drc_count,1647,
routing,detailedRoute.firstPassIterationCount,5,
place,post-place-ws,1620,ps
logic_synthesis,muxShareOfSynthArea,0.249,
sta,fin_hold_ws,2120,ps
place,io_buffers,112,
logic_synthesis,ys.flops,1024,
floorplanning,ios,113,
global_route,grtUsageTotal,0.272,
cells_and_area,largest_register_ff_count,1024,
clock_tree,tritoncts.num_buffers,105,
routing,routed_wl,145000,um
floorplanning,floorplanUtilization,0.404,
sta,fin_setup_tns,0,ps
setup_path,worstPathCellList,"buf_4, buf_4, or3_2, buf_4, nor3_4, buf_4, nor3_1, clkdlybuf4s50_1",
clock_tree,clock_path_buffers,3,
global_route,grt_max_degree,75,
sta,hold_viol,0,
run_status,run_status,"finished with violations",
routing,vias_per_cell,6.38,
clock_tree,cts_tree,"yes",
sta,timing.final.crit_share,0.855,
sta,final_critical_path_setup_slack,1430,ps
logic_synthesis,synth.yosys.warnings,1,
logic_synthesis,area_share_of_xor_xnor_cells_in_the_synthesized_design,0,
hold_path,holdCritStartpoint,"wd3[19]",
logic_synthesis,syn-instance-count,2400,
logic_synthesis,synth_area_leader_cell,"edfxtp_1",
run,tool_warnings,26,
routing,ant_nets,0,
global_route,grt_first_pass_wirelength,206000,um
floorplanning,fp.coreArea,116000,um2
hold_path,worst_hold_path.endpoint,"rf[29][19]$_DFFE_PP_",
clock_tree,number_of_h_tree_levels,3,
setup_path,criticalPathCategory,"primary input to output port",
routing,wl_met1,44300,um
logic_synthesis,synth-cells-yosys,2400,
sta,finalSetupViolCount,0,
floorplanning,rows,125,
setup_path,arrival,6490,ps
routing,topmost_layer_with_routed_signal_wires,"met5",
cells_and_area,registers.top_by_ff_count,"rf",
clock_tree,clock-root-buffer,"clkbuf_16",
logic_synthesis,post_synth_ao_oa_area_fraction,0.0541,
run,max-cap-violations,1,
setup_path,slowest_delay,1210,ps
routing by layer:
metal	global-route usage	vias to the layer above
li1	-	10700
met1	0.302	13300
met2	0.385	2203
met3	0.248	279
met4	0.0643	14
met5	0.0465	-
cells in the final DEF (no fill, tap or decap), types with 7 or more instances in the layout:
cell / synthesis / layout
edfxtp_1: 1024 / 1024
mux4_2: 425 / 425
mux2i_1: 183 / 183
buf_4: 20 / 112
clkbuf_16: 0 / 108
clkdlybuf4s50_1: 0 / 105
nand2_1: 65 / 64
a22o_1: 62 / 62
o22ai_1: 55 / 55
a211oi_1: 47 / 47
a21oi_1: 46 / 46
nor2_4: 0 / 33
o221ai_1: 31 / 31
a2111oi_0: 31 / 31
nor3_1: 32 / 30
inv_1: 25 / 24
clkbuf_1: 104 / 24
a221oi_1: 23 / 23
a211o_1: 23 / 23
clkinv_1: 0 / 22
mux2_1: 19 / 19
bufinv_16: 0 / 16
clkinv_2: 0 / 15
and2_1: 13 / 12
a32o_1: 9 / 9
nor4_1: 9 / 9
nand3b_1: 7 / 7
kinds of logic after synthesis:
kind of cell           after synthesis
and+or+nand+nor                    187
AOI/OAI and AO/OA                  331
muxes                              632
buffers and inverters              226
DFF                               1024
worst max path at each step:
stage	endpoint	depth (start not counted)	from
after global routing	rd2[2]	8	ra2[1]
final	rd2[2]	8	ra2[1]
after CTS	rd2[4]	8	ra2[1]
critical path, delay by kind of cell:
kind                   cells  cell delay, ps
and+or+nand+nor            3            2040
buffers and inverters      5            2380
Yosys cell counts, drive strengths merged:
library cell and n:
and2 13, a32o 9, a22o 62, or3b 5, mux2 24, nand2b 3, buf 97, a211o 23
mux4 425, o211ai 1, nor4b 1, o221ai 31, nor2 35, or3 2, a21boi 1, nor4 9
mux2i 183, clkbuf 104, o22ai 55, a221oi 23, nand3 4, nor3 33, edfxtp 1024, and3 1
inv 25, nor2b 8, nand2 65, o22a 1, a21oi 46, nand3b 7, a221o 1, a2111oi 31
and4 1, a211oi 47
report_power, final:
part / internal (mW) / leakage (nW) / total [mW] / switching [mW]
sequential: 4.83 / 9.22 / 4.85 / 0.0210
combinational: 0.363 / 6.15 / 0.867 / 0.504
clock: 2.41 / 1.70 / 4.04 / 1.63
total: 7.59 / 17.1 / 9.75 / 2.16
cell type report:
type,count,area (um2),area share
repair buffers,227,2040,0.0380
flip-flops and latches,1024,30700,0.572
multi-input cells,1150,15400,0.287
clock inverters,62,718,0.0134
clock buffers,132,2790,0.0520
diodes,5,12.5,0.000233
inverters,25,96.3,0.00179
well taps,1524,1910,0.0355
per-stage QoR:
stage               instance area, um2  instances
floorplan                        47000       2400
global placement                 50200       3950
detailed placement               50200       3950
CTS                              53700       4144
global route                     53700       4145
finish                           53700       4149
Power is estimated from default activity; no workload was simulated.
